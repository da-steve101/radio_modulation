==> design.v <==
`timescale 1ns / 1ps
module popcount_accumulate
#(
  parameter NO_CH = 64,
  parameter BW_IN = 12,
  parameter BW_OUT = 16,
  parameter CYC_ACC = 4,
  parameter DEBUG_FLAG = 0,
  parameter RSHIFT_CYC = 1
) (
   input 			  clk,
   input 			  rst,
   input 			  vld_in,
   input [NO_CH-1:0][BW_IN-1:0]   data_in,
   output 			  vld_out,
   output [NO_CH-1:0][BW_OUT-1:0] data_out
);
   localparam L2_CYC = $clog2( CYC_ACC );
   localparam LSHIFT = ( CYC_ACC - 1 )*RSHIFT_CYC;
   localparam RSHIFT = RSHIFT_CYC;
   reg [NO_CH-1:0][BW_OUT+LSHIFT-1:0] curr_sums;
   reg [L2_CYC-1:0] 		  cyc_cntr;
   wire 			  start, done;
   reg 				  vld_reg;
   assign vld_out = vld_reg;
   assign start = ( cyc_cntr == 0 );
   assign done = ( cyc_cntr == CYC_ACC - 1 );
   genvar 			  i;
   always @( posedge clk ) begin
      if ( rst ) begin
	 cyc_cntr <= 0;
	 vld_reg <= 0;
      end else begin
	 if ( DEBUG_FLAG ) begin
	    $display( "start = %x, vld_in = %x, done = %x, vld_out = %x, cyc_cntr = %x", start, vld_in, done, vld_out, cyc_cntr );
	 end
	 if ( vld_in ) begin
	    if ( done ) begin
	       cyc_cntr <= 0;
	    end else begin
	       cyc_cntr <= cyc_cntr + 1;
	    end
	 end
	 vld_reg <= done & vld_in;
      end
   end
   generate
      for ( i = 0; i < NO_CH; i++ ) begin
	 wire [BW_OUT+LSHIFT-1:0] newsum;
	 wire [BW_OUT+LSHIFT-1:0] din;
	 wire [BW_OUT+LSHIFT-1:0] csin;
	 assign din[BW_OUT+LSHIFT-1:LSHIFT] = $signed(data_in[i]);
	 assign din[LSHIFT-1:0] = 0;
	 assign csin[BW_OUT+LSHIFT-RSHIFT-1:0] = curr_sums[i][BW_OUT+LSHIFT-1:RSHIFT];
	 assign csin[BW_OUT+LSHIFT-1:BW_OUT+LSHIFT-RSHIFT] = {RSHIFT{curr_sums[i][BW_OUT+LSHIFT-1]}};
	 assign newsum = start ? din : (din + csin);
	 assign data_out[i] = curr_sums[i][BW_OUT-1:0];
	 always @( posedge clk ) begin
	    if ( vld_in ) begin
	       if ( DEBUG_FLAG && i == 0 ) begin
		  $display( "data_in[%x] = %x, din[%x] = %x, newsum[%x] = %x, curr_sums[%x] = %x", i, data_in[i], i, din, i, newsum, i, curr_sums[i] );
	       end
	       curr_sums[i] <= newsum;
	    end
	 end
      end
   endgenerate
endmodule
==> run.sh <==
#!/bin/bash
# OpenROAD 26Q1-2900-gdf79404cd8, Yosys 0.63+post, stock flow scripts
make -C /OpenROAD-flow-scripts/flow DESIGN_CONFIG=/design/flow/config.mk WORK_HOME=/design/flow/orfs finish
==> config.mk <==
export PLATFORM = sky130hd
export DESIGN_NAME = popcount_accumulate
export DESIGN_NICKNAME = popcount_accumulate
export VERILOG_FILES = /design/flow/design.v
export SDC_FILE = /design/flow/constraint.sdc
export NUM_CORES = 4
export LEC_CHECK = 1
export CORE_AREA = 10 10 684 684
export DIE_AREA = 0 0 694 694
==> constraint.sdc <==
current_design popcount_accumulate

set clk_period 60.9
set clk_io_pct 0.2

create_clock -name clk0 -period $clk_period [get_ports {clk}]

set non_clock_inputs [all_inputs -no_clocks]
set_input_delay [expr $clk_period * $clk_io_pct] -clock clk0 $non_clock_inputs
set_output_delay [expr $clk_period * $clk_io_pct] -clock clk0 [all_outputs]
==> GITHUB_STEP_SUMMARY <==
## Synthesis and layout report

| Metric | Value |
|---|---|
| Status | `finished, final reports clean` |
| Avg Inst Size Synth | `9.54 sq um` |
| Crit path required time | `61.37 ns` |
| VDD IR-drop max | `0.0000326 V` |
| Adder Area Share | `13.6%` |
| Post-synth cell types | `76` |
| Simple Share, Synth | `11.7%` |
| Comb area leader | `AND-OR/OR-AND gates` |
| Most instantiated logic cells after routing | `clkdlybuf4s50_1, edfxtp_1, nand2_1` |
| Placed cell count | `16700` |
| DIE AREA | `482000 sq um` |
| Area leader share | `37.3%` |
| Via/cell ratio | `4.63` |
| CTS clock-pin slew for the worst setup and hold paths | `0.06 ns` |
| Wire per inst | `25.1 microns` |
| Worst Setup SP | `vld_in` |
| Seq/Total Area, Yosys | `37.3%` |
| Ports | `1796` |
| GR Overflow Total | `0` |
| Cell mode on critical path | `buf_4` |
| DP HPWL | `362000 microns` |
| Final wirelength | `430000 microns` |
| Yosys xor share | `5.92%` |
| Vias | `79100` |
| Sink Count | `1219` |
| Tightest Pin Transition | `1.06 ns` |
| Hold buffer count at cts | `0` |
| Yosys aoi share | `19.4%` |
| CTS max path bufs | `4` |
| Largest net degree at the start of global routing | `147` |
| FF-to-FF Start | `cyc_cntr[0]` |
| TritonCTS clock tree | `built` |
| Mapped Cells | `10300` |
| Dominant logic cell type in the layout | `clkdlybuf4s50_1` |
| Cell area leaders | `edfxtp_1, ha_1, buf_4, o21ai_0, nand2_1` |
| Max_slew headroom | `29.1%` |
| WHS | `0.551 ns` |
| Drt drc | `0` |
| Synthesis area per yosys | `98000 sq um` |
| Yosys cell count | `10300` |
| Slew Limit Fails | `0` |
| Post-synth top flop | `edfxtp_1` |
| Floorplan utilization | `21.7%` |
| Critical Path Slowest Stage Cell | `buf_4` |
| CTS resizes | `0` |
| Setup TNS | `0 ns` |
| Filler cell count in the final layout | `47200` |
| Critical path type | `in2reg` |
| Core area | `452000 sq um` |
| Number of global-route vias before repair | `73900` |
| Fmax achieved | `62.5 MHz` |
| Post-Syn Area | `98000 sq um` |
| Max reg flops | `1216` |
| Die Wd | `694 microns` |
| Warning total across the stage logs | `53` |
| Worst path cell trace | `buf_16 -> buf_4 -> buf_4 -> buf_4 -> buf_4 -> buf_4 -> buf_4` |
| Clk latency of the worst-skew pair | `0.87 ns` |
| CP arrival | `16.46 ns` |
| Cell Rows | `247` |
| CTS H-tree lvls | `4` |
| Antenna-violating nets left | `0` |
| Root Driver | `clkbuf_16` |
| Port bufs | `1795` |
| First-pass GRT wire length | `587000 microns` |
| RePlAce Congestion | `1.03` |
| Total CTS buffers | `166` |
| GRT Total Usage | `17.5%` |
| RSZ-0062 raised after global routing | `no` |
| Detailed router's first-iteration violation count | `5641` |
| Setup Viol. Count Final | `0` |
| CP max FO | `75` |
| Synth warn | `1` |
| Mux area share | `1.65%` |
| Syn-to-layout area delta | `22.8%` |
| Die height | `694 microns` |
| Setup Skew | `0.0473 ns` |
| Share of cells above drive strength 1 | `4.23%` |
| Leak Pwr | `46.2 nW` |
| Number of enable flip-flop cells | `1216` |
| Fin cells | `17100` |
| Crit end category | `register` |
| Minimum clock period | `15.99 ns` |
| Startpoint Class | `primary input` |
| Initial antenna violation count | `207` |
| CP peak stage delay | `0.68 ns` |
| Pwr Total | `3.46 mW` |
| Post-synthesis async set-or-reset flop share | `0%` |
| Setup Buffers After CTS | `0` |
| Pwr/cell area | `28.8 nW/um^2` |
| Utilization after layout | `26.6%` |
| Hold Path Origin | `cyc_cntr[1]` |
| Final hold violations | `0` |
| Max Cap Viol | `0` |
| #FFs+latches synth | `1219` |
| Router iterations before antenna repair | `6` |
| Worst Hold Class | `reg2reg` |
| Synth area leader | `edfxtp_1` |
| Final worst path period share | `26.3%` |
-- power breakdown --
| part | switching, mW | internal [mW] |
|---|---|---|
| Sequential | 0.0881 | 1.08 |
| Clock | 0.415 | 0.556 |
| Combinational | 0.721 | 0.600 |
| Total | 1.22 | 2.24 |
-- Yosys cell counts (57+ instances only) --
cell and number:
edfxtp_1 1216, mux2_2 136, nor3_1 98, o211ai_1 80
a211oi_1 112, fa_1 64, o31ai_1 83, xor2_1 264
inv_1 315, nand3_1 149, o21bai_1 152, a21o_1 342
xnor2_1 398, nor4_1 60, nor2_1 432, o21a_1 82
ha_1 962, nand4_1 108, o21ai_0 876, buf_4 1026
o21ai_1 156, clkbuf_1 275, nor2b_1 232, nand2_1 1123
a21oi_1 734, nand2b_1 57
-- final timing paths --
check	end	cells past startpoint	slack, ns
min	cyc_cntr[1]	2	0.55
max	curr_sums[1013]	7	44.91
min reg2reg	cyc_cntr[1]	2	0.55
max reg2reg	curr_sums[1154]	12	55.39
-- cells by family after synthesis --
group           after synthesis
mux                         145
buf+inv                    1685
compound gates             3053
flops                      1219
fa+ha+maj                  1026
xor+xnor                    662
simple gates               2477
-- routing by layer --
layer	vias up	wire length, microns	track usage [%]
met4	118	20600	6.86
met3	791	44900	7.27
met5	-	941	0.235
li1	38200	-	-
met1	37400	172000	22.4
met2	2601	192000	26.6
-- layout make-up --
cell class,count,area [sq um],area share (%)
inverter,316,1190,0.992
sequential,1219,36600,30.4
timing repair buffer,1861,18600,15.4
antenna,59,148,0.123
tap,5976,7480,6.21
clock buffer,202,4320,3.59
multi-input combinational,7363,51200,42.6
clock inverter,86,818,0.680
-- metrics by stage --
step | setup slack (ns) | area, sq um
2_1_floorplan | 46.58 | 98000
3_3_place_gp | 44.14 | 115000
3_5_place_dp | 44.10 | 115000
4_1_cts | 45.06 | 120000
5_1_grt | 44.79 | 120000
6_report | 44.91 | 120000
-- worst max-delay path, delay by kind of cell --
kind / cells / cell delay [ns]
buf+inv: 7 / 3.86
No activity file was given, so power comes from the tool's default toggle rates.
