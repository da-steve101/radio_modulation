===== ./config.mk =====
export PLATFORM = sky130hd
export DESIGN_NAME = bn_relu_fp
export DESIGN_NICKNAME = bn_relu_fp
export VERILOG_FILES = /design/flow/design.v
export SDC_FILE = /design/flow/constraint.sdc
export NUM_CORES = 4
export LEC_CHECK = 1
export CORE_UTILIZATION = 50

===== ./constraint.sdc =====
current_design bn_relu_fp

set clk_period 8.8
set clk_io_pct 0.2

create_clock -name clk0 -period $clk_period [get_ports {clk}]

set non_clock_inputs [all_inputs -no_clocks]
set_input_delay [expr $clk_period * $clk_io_pct] -clock clk0 $non_clock_inputs
set_output_delay [expr $clk_period * $clk_io_pct] -clock clk0 [all_outputs]

===== ./design.v =====
`timescale 1ns / 1ps
module bn_relu_fp
#(
  parameter NO_CH = 10,
  parameter BW_IN = 12,
  parameter BW_OUT = 12,
  parameter BW_A = 12,
  parameter BW_B = 12,
  parameter R_SHIFT = 6,
  parameter MAXVAL = -1,
  parameter DEBUG = 0
) (
   input 			  clk,
   input 			  rst,
   input 			  vld_in,
   input [NO_CH-1:0][BW_IN-1:0]   data_in,
   input [NO_CH-1:0][BW_A-1:0] 	  a,
   input [NO_CH-1:0][BW_B-1:0] 	  b,
   output 			  vld_out,
   output [NO_CH-1:0][BW_OUT-1:0] data_out
);
   reg [3:0] 		      vld_sr;
   localparam BITS_MAX = ( R_SHIFT > BW_A ) ? R_SHIFT : BW_A;
   assign vld_out = vld_sr[3];
   always @( posedge clk ) begin
      if ( rst ) begin
	 vld_sr <= 0;
      end else begin
	 vld_sr <= { vld_sr[2:0], vld_in };
      end
   end
   genvar 		      i;
   generate
      for ( i = 0; i < NO_CH; i++ ) begin
	 reg signed [BW_IN+BITS_MAX-1:0] mult_i, bias_i;
	 reg signed [BW_OUT-1:0] shift_i, relu_i;
	 reg 			 set_max, set_zero;
	 assign data_out[i] = relu_i;
	 always @( posedge clk ) begin
	    if ( DEBUG ) begin
	       $display( "vld_in = %x, data_in[%x] = %x, a[%x] = %x, b[%x] = %x, mult_i = %x, bias_i = %x, shift_i = %x, relu_i = %x",
			 vld_in, i, data_in[i], i, a[i], i, b[i], mult_i, bias_i, shift_i, relu_i );
	    end
	    mult_i <= $signed( a[i] ) * $signed( data_in[i] );
	    bias_i <= $signed(mult_i) + $signed(b[i]);
	    set_zero <= $signed( bias_i ) < 0;
	    set_max <= $signed( bias_i[BW_IN+BITS_MAX-1:R_SHIFT] ) > MAXVAL;
	    shift_i <= bias_i[BW_OUT+R_SHIFT-1:R_SHIFT];
	    if ( set_zero ) begin
	       relu_i <= 0;
	    end else if ( MAXVAL > 0 & set_max ) begin
	       relu_i <= MAXVAL;
	    end else begin
	       relu_i <= shift_i;
	    end
	 end
      end
   endgenerate
endmodule

===== ./run.sh =====
#!/bin/bash
# OpenROAD 26Q1-2900-gdf79404cd8, Yosys 0.63+post, stock flow scripts
make -C /OpenROAD-flow-scripts/flow DESIGN_CONFIG=/design/flow/config.mk WORK_HOME=/design/flow/orfs finish

==> datasheet_impl.txt <==
Table: implementation figures

Parameter                              Value

Power and ir drop
  Worst VDD drop    around 0.33 mV
  Total power divided by cell area    397 nW/µm²
  Leakage power figure    40.8 nW

Placed design
  IO buf count    around 480
  Number of cells in the design after placement    9899
  Standard cell area after detailed placement    79900 µm²
  GPL Wtd Cong    0.908
  Half-perimeter wire length of the detailed placement result    128000 µm

Yosys
  Netlist cell types    a little under 70
  Proportion of register bits with asynchronous set or reset after synthesis    0
  Cell count after synthesis    slightly below 8000
  Area leader, netlist    sky130_fd_sc_hd__fa_1
  Post-synth tally of flip-flops with integrated enable    0
  Fraction of the yosys area taken by sequential cells    0.170
  Yosys stat area    between 70000 and 80000 µm²
  Average cell area after synthesis    9.50 µm²
  Cell area after technology mapping    73500 µm²
  Yosys warning total    1
  Leading post-synthesis cells by cell area    sky130_fd_sc_hd__fa_1 38%, sky130_fd_sc_hd__dfxtp_1 17%, sky130_fd_sc_hd__ha_1 12%
  Most instantiated flip-flop cell in the synthesis netlist    sky130_fd_sc_hd__dfxtp_1
  Cell total in the yosys stat output    ~7700
  #FFs+latches synth    624
  Largest type area fraction    0.376

Global route
  Routing usage on met2    0.359
  Global-route track usage on met1    0.349
  Maximum number of pins on one net before global-route repair    15
  Number of antenna violations at the first check in global routing    27
  First-pass GRT wire length    259000 µm
  Routing usage on met3    0.0739
  Via count of the first global-routing pass    51700
  Top Usage Layer GRT    met2
  Overall global routing resource usage    0.233
  Total congestion overflow    0

Drt
  Vias per Instance    approximately 5
  Post-DRT Antenna Nets    0
  Number of design rule violations left after detail routing    0
  Aggregate routed wire length    152000 µm
  Iteration-0 DRC Markers    1460
  Total number of vias    a little under 50000
  Detailed-routing iteration count for the pre-antenna-repair pass    5
  Average detailed-routed wire length per instance    15.2 µm

Layout
  Filler cells    12600
  Design area    82500 µm²
  Area grow syn2layout    12.3%
  Dominant logic cell type in the layout    sky130_fd_sc_hd__inv_1
  Layout cell share with drive strength beyond 1    0.0197
  Leading cell types in the layout, fill and taps excluded    1690 x sky130_fd_sc_hd__inv_1, 1380 x sky130_fd_sc_hd__fa_1, 981 x sky130_fd_sc_hd__nand2_1, 730 x sky130_fd_sc_hd__ha_1, 624 x sky130_fd_sc_hd__dfxtp_1
  Number of standard cells in the final layout excluding fillers    10000

Final timing
  Number of setup violations in the final report    0
  Highest clock rate    141 MHz
  Worst Skew    roughly 31 ps
  Portion of the clock cycle consumed by the worst path in the final layout    0.804
  Unrepaired setup endpoints after global routing    no
  Number of failing hold endpoints at the final stage    0
  Final tally of max-slew violations    0
  Max_slew headroom    0.381
  Minimum clock period after layout    7080 ps
  Slew at the pin closest to its max-slew limit    about 920 ps
  Total negative slack    0 ps

Floorplanning
  Die Wd    385 µm
  Area of the placeable core    between 100000 and 150000 µm²
  Starting utilization of the core area    0.504
  Chip area    149000 µm²
  Count of standard-cell rows    around 140
  DIE HEIGHT    385 µm
  Boundary pin count    484

Worst setup path
  Cell mode on critical path    sky130_fd_sc_hd__fa_1
  Critical Path, Cell by Cell    clkdlybuf4s50_1 > and2_1 > fa_1 > inv_1 > fa_1 > inv_1 > fa_1 > fa_1 > inv_1 > fa_1 > inv_1 > ha_1 > or2_2 > o31a_1 > a2111oi_0 > o41a_1 > nor2b_1 > o21a_1 > o22ai_1 > xnor2_1
  Type of element capturing the critical path    flop
  Critical path arrival    7680 ps
  Startpoint-to-endpoint class of the critical path    in2reg
  Slowest cell on the critical path    sky130_fd_sc_hd__clkdlybuf4s50_1
  Highest fanout seen on the critical path    12
  Crit path launch type    primary input
  Largest incremental delay on the critical path    690 ps
  Required time of the critical path    9400 ps
  Reg-to-reg setup timing slack    5970 ps

CTS
  Register clock-pin slew on the reported worst setup and hold paths    around 60 ps
  Clock sink count    624
  Hold_buf cts    0
  Deepest clock path buffer count    3
  Number of setup buffers added after CTS    0
  Maximum level of the CTS H-tree    3
  Clock tree root buffer cell    sky130_fd_sc_hd__clkbuf_16
  TritonCTS Buffers    77
  Clock latency on the worst-skew pair    690 ps
  Quantity of gates resized following cts    0
  TritonCTS clock tree    built

Outcome
  Outcome    finished clean

Flow run
  Count of max-cap constraint violations    0
  Number of OpenROAD warnings    25

Min path
  Worst min path class    reg2reg
[state kept, by name (all words and copies together) (netlist names)]
signal            cells
genblk1.relu_i      120
genblk1.shift_i     120
vld_sr                4
genblk1.bias_i      130
genblk1.set_zero     10
genblk1.mult_i      240
[per-stage QoR]
stage	hold slack [ps]	total power, mW	util	setup slack (ps)
finish	299	32.8	0.566	1720
global route	311	37.1	0.566	1320
CTS	300	33.4	0.566	1770
detailed placement	312	29.8	0.548	1020
global placement	310	29.6	0.548	1060
floorplan	310	24.4	-	2070
[Yosys cell counts, types with 15 or more instances]
cell,instances
sky130_fd_sc_hd__a211oi_1,15
sky130_fd_sc_hd__a21o_1,53
sky130_fd_sc_hd__a21oi_1,178
sky130_fd_sc_hd__a31oi_1,19
sky130_fd_sc_hd__and2_1,443
sky130_fd_sc_hd__and3_1,29
sky130_fd_sc_hd__clkbuf_1,240
sky130_fd_sc_hd__dfxtp_1,624
sky130_fd_sc_hd__fa_1,1380
sky130_fd_sc_hd__ha_1,730
sky130_fd_sc_hd__inv_1,1690
sky130_fd_sc_hd__nand2_1,981
sky130_fd_sc_hd__nand2b_1,72
sky130_fd_sc_hd__nand3_1,45
sky130_fd_sc_hd__nand4_1,20
sky130_fd_sc_hd__nor2_1,275
sky130_fd_sc_hd__nor2b_1,173
sky130_fd_sc_hd__nor3_1,65
sky130_fd_sc_hd__o21a_1,49
sky130_fd_sc_hd__o21ai_0,94
sky130_fd_sc_hd__o21bai_1,17
sky130_fd_sc_hd__or3_1,24
sky130_fd_sc_hd__xnor2_1,280
sky130_fd_sc_hd__xor2_1,55
[per-layer routing]
layer | vias to the layer above | share of wire
li1 | 23900 | -
met1 | 24000 | 0.44
met2 | 963 | 0.47
met3 | 175 | 0.074
met4 | 36 | 0.019
met5 | - | 0.0016
[worst paths after layout]
kind	end	cells after the start	from
hold reg to reg	genblk1[4].shift_i[6]$_DFF_P_	0	genblk1[4].bias_i[12]$_DFF_P_
hold / removal	genblk1[4].shift_i[6]$_DFF_P_	0	genblk1[4].bias_i[12]$_DFF_P_
setup reg to reg	genblk1[3].bias_i[17]$_DFF_P_	10	genblk1[3].mult_i[4]$_DFF_P_
setup / recovery	genblk1[3].mult_i[22]$_DFF_P_	20	data_in[42]
[report_power, final]
group / internal, mW / switching (mW) / total (mW)
Clock: 1.95 / 1.32 / 3.27
Sequential: 4.71 / 0.489 / 5.20
Combinational: 11.6 / 12.7 / 24.3
Total: 18.2 / 14.5 / 32.8
[cells by family (layout without fill, tap and decap cells)]
logic type      after synthesis  in the layout  share of synthesized area
simple gates               2150           2150                      0.139
fa+ha+maj                  2110           2110                      0.500
buf+inv                    1941           2326                     0.0991
flops                       624            624                      0.170
compound gates              578            578                     0.0525
xor+xnor                    335            335                     0.0399
other cells                   0              7                          0
[critical path, delay by kind of cell]
| kind | cells | cell delay [ps] |
|---|---|---|
| buf+inv | 5 | 880 |
| simple gates | 3 | 660 |
| fa+ha+maj | 6 | 2660 |
| compound gates | 5 | 1570 |
| xor+xnor | 1 | 130 |
[layout make-up]
class                           count  area [µm²]  area share
Antenna cell                        7        17.5    0.000212
Clock buffer                      104        2180      0.0264
Clock inverter                     37         479     0.00581
Inverter                         1700        6380      0.0773
Multi-Input combinational cell   5173       53700       0.651
Sequential cell                   624       12500       0.151
Tap cell                         1917        2400      0.0291
Timing Repair Buffer              485        4850      0.0588
Power is estimated from default activity; no workload was simulated.
