File: flow/design.v
`timescale 1ns / 1ps
module maxpool
#(
  parameter NO_CH = 10,
  parameter BW_IN = 12,
  parameter SER_BW = 4
) (
   input 			  clk,
   input 			  rst,
   input 			  vld_in,
   input [NO_CH-1:0][SER_BW-1:0]  data_in,
   output 			  vld_out,
   output [NO_CH-1:0][BW_IN-1:0] data_out
);
   localparam integer BUF_CYC = 1 << (1 + $clog2(BW_IN) - $clog2(SER_BW ));
   localparam integer DATA_SIZE = (BUF_CYC*SER_BW) >> 1;
   localparam integer BUF_SIZE = BUF_CYC*SER_BW;
   localparam integer CNTR_SIZE = $clog2( BUF_CYC );
   localparam LATENCY = 3;
   reg [NO_CH-1:0][BUF_SIZE-1:0]  input_buffer;
   reg [NO_CH-1:0]		  max_flag;
   reg [NO_CH-1:0][BW_IN-1:0] 	  max_x;
   reg [CNTR_SIZE:0] 		  cntr_vld;
   reg [LATENCY-1:0] 		  vld_sr;
   assign vld_out = vld_sr[LATENCY-1];
   assign data_out = max_x;
   genvar 			  i;
   generate
      for ( i = 0; i < NO_CH; i++ ) begin
	 reg [BUF_SIZE-1:0]  dly;
	 always @( posedge clk ) begin
	    if ( vld_in ) begin
	       if ( SER_BW == 2*BW_IN ) begin
		  input_buffer[i] <= data_in[i];
	       end else begin
		  input_buffer[i] <= { data_in[i], input_buffer[i][(BUF_SIZE-1):SER_BW] };
	       end
	    end
	    dly <= input_buffer[i];
	    if ( max_flag[i] ) begin
	       max_x[i] <= dly[BW_IN-1+DATA_SIZE:DATA_SIZE];
	    end else begin
	       max_x[i] <= dly[BW_IN-1:0];
	    end
	    max_flag[i] <= $signed( input_buffer[i][BW_IN-1+DATA_SIZE:DATA_SIZE] ) >= $signed( input_buffer[i][BW_IN-1:0] );
	 end
      end
   endgenerate
   always @( posedge clk ) begin
      if ( rst ) begin
	 cntr_vld <= 0;
	 vld_sr <= 0;
      end else begin
	 vld_sr[LATENCY-1:1] <= vld_sr[LATENCY-2:0];
	 if ( vld_in ) begin
	    if ( cntr_vld == BUF_CYC - 1 ) begin
	       cntr_vld <= 0;
	       vld_sr[0] <= 1;
	    end else begin
	       cntr_vld <= cntr_vld + 1;
	       vld_sr[0] <= 0;
	    end
	 end else begin
	    vld_sr[0] <= 0;
	 end
      end
   end
endmodule
File: flow/run.sh
#!/bin/bash
# OpenROAD 26Q1-2900-gdf79404cd8, Yosys 0.63+post, stock flow scripts
make -C /OpenROAD-flow-scripts/flow DESIGN_CONFIG=/design/flow/config.mk WORK_HOME=/design/flow/orfs finish
File: flow/config.mk
export PLATFORM = sky130hd
export DESIGN_NAME = maxpool
export DESIGN_NICKNAME = maxpool
export VERILOG_FILES = /design/flow/design.v
export SDC_FILE = /design/flow/constraint.sdc
export NUM_CORES = 4
export LEC_CHECK = 1
export CORE_UTILIZATION = 40
File: flow/constraint.sdc
current_design maxpool

set clk_period 2.9
set clk_io_pct 0.2

create_clock -name clk0 -period $clk_period [get_ports {clk}]

set non_clock_inputs [all_inputs -no_clocks]
set_input_delay [expr $clk_period * $clk_io_pct] -clock clk0 $non_clock_inputs
set_output_delay [expr $clk_period * $clk_io_pct] -clock clk0 [all_outputs]
==> job_summary.md <==
## Implementation flow summary

| Metric | Value |
|---|---|
| Outcome | finished clean |
| Max Freq | roughly 0.49 GHz |
| Die Span X | around 230 um |
| Share of layout cells above drive strength 1 | about 16% |
| Core utilization at floorplan | between 40% and 50% |
| DIE HEIGHT | 235 um |
| Crit path DRT | between 2000 and 2500 ps |
| Worst setup SP type | flip-flop |
| H-Tree Depth | 3 |
| DRT Wirelength | approximately 34000 um |
| Critical Path Fanout Max | 1 |
| CP endpoint kind | output pin |
| Max-slew violations | 0 |
| Biggest area cells | edfxtp_1 (44%), dfxtp_1 (35%), ha_1 (7.0%) |
| Most frequent logic cell in the layout | dfxtp_1 |
| Synth flops | roughly 700 |
| Layout overhead on the synthesized area | 22.6% |
| Post-Syn Instances | around 1300 |
| Drt first pass iters | 7 |
| Synth area leader | edfxtp_1 |
| Slowest Stage Delay on Critical Path | just under 600 ps |
| Worst Hold Class | flip-flop to flip-flop |
| Grt total ovfl | 0 |
| Yosys cell count | ~1300 |
| Total Routing Usage GR | around an eighth |
| # diodes | 0 |
| Critical path buffers and inverters | 1 |
| Global-route wire length before repair | 54000 um |
| Drt wl/cell | 15.2 um |
| CTS Root Cell | clkbuf_16 |
| Port bufs | roughly 160 |
| Area reported by Yosys stat | 21700 um^2 |
| CTS Hold Buffers Added | 0 |
| Initial DRC count | 459 |
| Deepest clock path buffer count | 3 |
| Worst-Skew Late Latency | around 580 ps |
| Final setup viols | 0 |
| CP max-delay cell | clkdlybuf4s50_1 |
| Crit path kind | flip-flop to output pin |
| Hold Violations, Final | 0 |
| VDD IR-drop max | between 400 and 500 uV |
| Slew headroom | 55.4% |
| HPWL after DPL | 21000 um |
| CTS clock-pin slew for the worst setup and hold paths | 60 ps |
| Most frequent cells in the layout | dfxtp_1 (377), edfxtp_1 (320), clkdlybuf4s50_1 (162) |
| Final estimated routing congestion in global placement | roughly 0.81 |
| DRC Markers | 0 |
| Via count | about 10000 |
| Setup Buffers After CTS | 0 |
| Synth top area share | between 40 and 50% |
| RSZ-0062 raised after global routing | no |
| CTS sink count | between 600 and 700 |
| Tool warnings | 25 |
| Largest net degree at the start of global routing | between 70 and 80 |
| IO Pins | 164 |
| Post-CTS resize count | 0 |
| Final Cycle Share | between 70% and 80% |
| Crit-path leading delay family | buffers and inverters |
| Area of the mapped netlist | between 20000 and 25000 um^2 |
| DRT antenna net count | 0 |
| Final min period | about 2100 ps |
| Yosys cell types | 33 |
| Avg Vias per Cell | ~4.5 |
| Max Cap Viol | 0 |
| Core area | around 53000 um^2 |
| CTS Buf Count | 72 |
| Synth warn | 1 |
| Power Density | slightly above 800 nW/um^2 |
| Initial antenna violation count | 0 |
| Chip area | ~55000 um^2 |
| Leakage | 0.0107 uW |
| Critical-path cell list | clkdlybuf4s50_1 |
| Mean Syn Cell Area | about 17 um^2 |
| Vias in the first global route | 10189 |
| Register share after synthesis | 79.2% |
| Standard-cell row count | about 84 |
| Final hold slack | around 360 ps |
| Power Total | around 22000 uW |
| Worst Path Arrival | between 1000 and 1500 ps |
| Fin Setup TNS | 0 ps |
| Final Util | approximately half |
| TritonCTS clock tree | done |
| Actual slew at the worst max-slew pin | roughly 670 ps |
| Clk_skew | about 18 ps |
==> logic make-up after synthesis <==
group | count (synthesis) | share of synthesized area, %
flops | 697 | 79.2
buf+inv | 136 | 2.36
mux | 126 | 6.54
fa+ha+maj | 121 | 6.99
compound gates | 86 | 2.61
simple gates | 84 | 2.26
xor+xnor | 1 | 0.0404
==> cells in the mapped netlist (all sizes together) <==
cell       n
xor2       1
nor2b     11
nor2      14
buf       10
nand2     14
a211o      1
mux2     125
inv      126
nand2b     6
ha       121
or4b       4
edfxtp   320
a222oi     4
dfxtp    377
o22ai      1
nand4     11
a211oi     9
mux2i      1
a311oi     1
nand3      9
a21oi     34
a21o      15
o21ai      8
and4       5
a31oi      1
o211a      4
nor3       4
nor4b      1
or3        5
a2111oi    4
o211ai     4
==> per-stage QoR <==
step / cell area, um^2 / setup slack [ps] / instances
final: 26600 / 841 / 2232
after detailed placement: 24200 / 988 / 2099
after global placement: 24200 / 1020 / 2099
after CTS: 26600 / 796 / 2232
after global routing: 26600 / 741 / 2232
after floorplan: 21700 / 1100 / 1251
==> path summary, 6_finish.rpt <==
check	startpoint	endpoint	slack [ps]	depth (start not counted)
worst max-delay path	max_x[9]	data_out[9]	840	1
worst min-delay path	input_buffer[130]	genblk1[4].dly[2]	360	0
worst max register to register	input_buffer[9]	max_flag[0]	940	6
worst min register to register	input_buffer[130]	genblk1[4].dly[2]	360	0
==> layout make-up <==
| type | instances | area [um^2] |
|---|---|---|
| sequential | 697 | 17200 |
| fill | 4275 | 26500 |
| clock buffer | 104 | 2110 |
| inverter | 126 | 473 |
| tap | 688 | 861 |
| timing repair buffer | 170 | 1730 |
| multi-input combinational | 418 | 4000 |
| clock inverter | 29 | 244 |
==> per-layer routing <==
| layer | GRT usage [%] | part of all wire, % |
|---|---|---|
| met5 | 0 | 0 |
| met4 | 3.51 | 2.8 |
| met3 | 5.25 | 8.1 |
| met2 | 18.0 | 43 |
| met1 | 21.2 | 46 |
==> power by group <==
group          internal (uW)  switching, uW  leakage, uW
Combinational            904            429      0.00319
Sequential             11100            419      0.00631
Clock                   5350           3610      0.00116
Total                  17300           4460       0.0107
==> registers in the layout, summed over array words and instances (netlist names) <==
register,flops
input_buffer,320
genblk1.dly,240
max_x,120
max_flag,10
cntr_vld,4
vld_sr,3
Power is estimated from default activity; no workload was simulated.
